### design/flow/design.v
module lab5_top(KEY,SW,LEDR,HEX0,HEX1,HEX2,HEX3,HEX4,HEX5,CLOCK_50);
  input [3:0] KEY;
  input [9:0] SW;
  output [9:0] LEDR; 
  output [6:0] HEX0, HEX1, HEX2, HEX3, HEX4, HEX5;
  input CLOCK_50;
  wire [15:0] datapath_out, datapath_in;
  wire write, vsel, loada, loadb, asel, bsel, loadc, loads;
  wire [2:0] readnum, writenum;
  wire [1:0] shift, ALUop;
  input_iface IN(CLOCK_50, SW, datapath_in, write, vsel, loada, loadb, asel, 
                 bsel, loadc, loads, readnum, writenum, shift, ALUop, LEDR[8:0]);
  datapath DP ( .clk         (~KEY[0]),  
                .readnum     (readnum),
                .vsel        (vsel),
                .loada       (loada),
                .loadb       (loadb),
                .shift       (shift),
                .asel        (asel),
                .bsel        (bsel),
                .ALUop       (ALUop),
                .loadc       (loadc),
                .loads       (loads),
                .writenum    (writenum),
                .write       (write),  
                .datapath_in (datapath_in),
                .Z_out       (LEDR[9]),
                .datapath_out(datapath_out)
             );
  sseg H0(datapath_out[3:0],   HEX0);   
  sseg H1(datapath_out[7:4],   HEX1);
  sseg H2(datapath_out[11:8],  HEX2);
  sseg H3(datapath_out[15:12], HEX3);
  assign HEX4 = 7'b1111111;   
  assign HEX5 = 7'b1111111;   
endmodule
module input_iface(clk, SW, datapath_in, write, vsel, loada, loadb, asel, bsel, 
                   loadc, loads, readnum, writenum, shift, ALUop, LEDR);
  input clk;
  input [9:0] SW;
  output [15:0] datapath_in;
  output write, vsel, loada, loadb, asel, bsel, loadc, loads;
  output [2:0] readnum, writenum;
  output [1:0] shift, ALUop;
  output [8:0] LEDR;
  wire sel_sw = SW[9];  
  wire [15:0] datapath_in_next = sel_sw ? {8'b0,SW[7:0]} : datapath_in;
  vDFF #(16) DATA(clk,datapath_in_next,datapath_in);
  wire [8:0] ctrl_sw;
  wire [8:0] ctrl_sw_next = sel_sw ? ctrl_sw : SW[8:0];
  vDFF #(9) CTRL(clk,ctrl_sw_next,ctrl_sw);
  assign {readnum,vsel,loada,loadb,shift,asel,bsel,ALUop,loadc,loads,writenum,write}={
           ctrl_sw[3:1], ctrl_sw[4], ctrl_sw[5], ctrl_sw[6], 
           ctrl_sw[2:1], ctrl_sw[3], ctrl_sw[4], ctrl_sw[6:5], ctrl_sw[7], ctrl_sw[8],  
           ctrl_sw[3:1], ctrl_sw[0]    
  };
  assign LEDR = sel_sw ? ctrl_sw : {1'b0, datapath_in[7:0]};  
endmodule         
module vDFF(clk,D,Q);
  parameter n=1;
  input clk;
  input [n-1:0] D;
  output [n-1:0] Q;
  reg [n-1:0] Q;
  always @(posedge clk)
    Q <= D;
endmodule
module sseg(in,segs);
  input [3:0] in;
  output [6:0] segs;
  assign segs = 7'b0001110;   
endmodule
### design/flow/run.sh
#!/bin/bash
# OpenROAD 26Q1-2900-gdf79404cd8, Yosys 0.63+post, stock flow scripts
make -C /OpenROAD-flow-scripts/flow DESIGN_CONFIG=/design/flow/config.mk WORK_HOME=/design/flow/orfs finish
### design/flow/config.mk
export PLATFORM = sky130hd
export DESIGN_NAME = input_iface
export DESIGN_NICKNAME = input_iface
export VERILOG_FILES = /design/flow/design.v
export SDC_FILE = /design/flow/constraint.sdc
export NUM_CORES = 4
export LEC_CHECK = 1
export CORE_AREA = 10 10 80 80
export DIE_AREA = 0 0 90 90
### design/flow/constraint.sdc
current_design input_iface

set clk_period 1.1
set clk_io_pct 0.2

create_clock -name clk0 -period $clk_period [get_ports {clk}]

set non_clock_inputs [all_inputs -no_clocks]
set_input_delay [expr $clk_period * $clk_io_pct] -clock clk0 $non_clock_inputs
set_output_delay [expr $clk_period * $clk_io_pct] -clock clk0 [all_outputs]
==> results.py <==
# Auto-generated metrics
metrics = {
    "clock_tree": {
        "cts.sinks": 17,
        "cts.htree.levels": 1,
        "cts_tree": "yes",
        "cts-root-buf": "clkbuf_8",
        "cts_hold_buf": 0,
        "cts_buffers": 3,
        "cts_buffer_depth": 2,
        "clkTransAtPathRegs_ns": 0.06,
    },
    "synth": {
        "ys_warn_count": 2,
        "numSynthFlops": 17,
        "ys_area_sq_um": 785,
        "synthCells": 46,
        "syn_area_per_cell_sq_um": 17.1,
        "yosys_most_used_dff": "edfxtp_1",
        "synth_top_area_share": 0.651,
        "yosys.area.top_type": "edfxtp_1",
        "ys_cells": 46,
        "edf_count": 17,
        "synthTopCellsByArea": "edfxtp_1, buf_4, mux2_4, buf_6, and2_2",
        "synth_seq_share": 0.651,
        "synth-async-reset-ratio": 0,
        "ys_types": 7,
        "synth_area_sq_um": 785,
        "ys_top_cells_by_count": "buf_4, edfxtp_1, mux2_4",
    },
    "setup_path": {
        "cp_data_required_time_ns": 0.88,
        "worst-setup-path-type": "flop to output port",
        "critical-path-max-stage-delay_ns": 0.40,
        "crit_slowest_cell": "edfxtp_1",
        "start_kind": "flop",
        "cp_top_family": "flip-flops",
        "critPathBufInv": 1,
        "crit_path_cell_trace": "mux2_4 -> buf_6",
        "end_kind": "output port",
        "cp.arrival_ns": 1.03,
        "path_max_fanout": 2,
    },
    "grt": {
        "grt_pass1_vias": 596,
        "antenna_found_initial": 0,
        "grt_pass1_wl_mm": 3.32,
        "grtUsageTotal": 0.0505,
        "grt.overflow.total": 0,
        "grt_start_max_net_pins": 10,
    },
    "detailed_routing": {
        "drt_first_pass_iters": 2,
        "routed_wirelength_mm": 2.07,
        "route.detailed.drc": 0,
        "via_count": 532,
        "ant_nets": 0,
        "diodes": 0,
        "via_per_inst": 3.06,
        "drt_iter0_markers": 9,
        "post_drt_wl_per_cell_microns": 11.9,
    },
    "cells_and_area": {
        "post-route-util": 0.313,
        "drive_gt1_frac": 0.636,
        "fillers": 452,
        "synthToLayoutAreaGrowth_pct": 88.5,
    },
    "timing": {
        "finalSetupViolations": 13,
        "slew_viol_final": 0,
        "hold_ws_ns": 0.511,
        "fmax_mhz": 801,
        "min_period_over_period": 1.13,
        "final-hold-violation-count": 0,
        "period_needed_ns": 1.25,
        "layout_setup_ws_ns": -0.148,
        "rsz0062_at_grt": "yes",
    },
    "floorplan": {
        "rows": 25,
        "die_x_microns": 90,
        "ios": 54,
        "die_y_microns": 90,
        "chip_area_sq_um": 8100,
        "core_sq_um": 4720,
        "fp_util": 0.166,
    },
    "power": {
        "peakVddDrop_mv": 0.375,
        "p_total_uw": 1650,
        "leakage_uw": 0.000655,
        "powerDensity_nw_per_um2": 1110,
    },
    "hold_path": {
        "hold_class": "primary input to flop",
        "min_to": "DATA.Q[7]",
        "hold_depth": 3,
        "hold_start": "SW[9]",
    },
    "outcome": {
        "violations": "negative setup slack",
        "status": "complete, but fails checks",
    },
    "placed_design": {
        "io_buffers": 45,
        "routabilityCongestion": 0.722,
    },
    "flow_run": {
        "tool_warnings": 27,
        "drv_cap": 0,
    },
}
## kinds of logic after synthesis
family                 share of synthesized area
multiplexers                               0.153
flip-flops                                 0.651
buffers and inverters                      0.182
other                                    0.00478
AND/OR/NAND/NOR                          0.00957
## where the power goes
part	internal, uW	switching (uW)	total (uW)
registers	772	27.6	800
logic	319	94.8	414
clock network	256	177	433
## routing by layer
layer / GRT usage / routed length, microns / vias to the layer above
met5: 0 / 0 / -
met2: 0.0902 / 1070 / 29
met4: 0.00663 / 0 / 0
met1: 0.0557 / 856 / 245
li1: - / - / 258
met3: 0.0218 / 150 / 0
## worst max-delay path by stage
stage	slack, ns	depth (start not counted)	endpoint	start
after CTS	-0.15	2	LEDR[5]	CTRL.Q[5]
final	-0.15	2	LEDR[5]	CTRL.Q[5]
after global routing	-0.19	2	LEDR[0]	DATA.Q[0]
## registers in the layout, indices dropped and copies added (netlist names)
name and flops:
CTRL.Q 9, DATA.Q 8
## cell type report
type	instances	area, sq um	share of cell area
repair buffers	68	677	0.458
flip-flops and latches	17	510	0.345
inverters	1	3.75	0.00254
multi-input cells	17	159	0.107
well taps	67	83.8	0.0567
clock buffers	4	45.0	0.0305
## worst min-delay path: cells and delay by family
kind | cells | cell delay (ns)
buf+inv | 3 | 0.41
## what timing repair did
| action | in CTS | in global routing |
|---|---|---|
| buffers inserted | 13 | 2 |
| pin swaps | 1 | 0 |
| endpoints found under the setup margin | 44 | 32 |
| cloned | 1 | 0 |
| resized | 131 | 16 |
## cell usage in the layout (no fill, tap or decap)
cell and count:
and2_4 1, inv_1 1, clkbuf_8 3, edfxtp_1 17, clkdlybuf4s50_1 9, buf_4 13, mux2_4 8, buf_16 1
clkbuf_1 1, buf_6 33, clkdlybuf4s15_1 3, conb_1 8, buf_2 8, buf_12 1
## per-stage QoR
| stage | cells | area (sq um) | setup slack [ns] | TNS [ns] |
|---|---|---|---|---|
| 6_report | 174 | 1480 | -0.148 | -1.14 |
| 5_1_grt | 174 | 1480 | -0.193 | -2.33 |
| 4_1_cts | 179 | 1450 | -0.155 | -2.48 |
| 3_5_place_dp | 163 | 1340 | -0.743 | -12.51 |
| 3_3_place_gp | 163 | 1340 | -0.740 | -12.16 |
| 2_1_floorplan | 53 | 811 | 0.217 | 0 |
Power is estimated from default activity; no workload was simulated.
