===== flow/run.sh =====
#!/bin/bash
# OpenROAD 26Q1-2900-gdf79404cd8, Yosys 0.63+post, stock flow scripts
make -C /OpenROAD-flow-scripts/flow DESIGN_CONFIG=/design/flow/config.mk WORK_HOME=/design/flow/orfs finish

===== flow/config.mk =====
export PLATFORM = sky130hd
export DESIGN_NAME = regfile
export DESIGN_NICKNAME = regfile
export VERILOG_FILES = /design/flow/design.v
export SDC_FILE = /design/flow/constraint.sdc
export NUM_CORES = 4
export LEC_CHECK = 1
export CORE_UTILIZATION = 50

===== flow/constraint.sdc =====
current_design regfile

set clk_period 4.4
set clk_io_pct 0.2

create_clock -name clk0 -period $clk_period [get_ports {clk}]

set non_clock_inputs [all_inputs -no_clocks]
set_input_delay [expr $clk_period * $clk_io_pct] -clock clk0 $non_clock_inputs
set_output_delay [expr $clk_period * $clk_io_pct] -clock clk0 [all_outputs]

===== flow/design.v =====
module regfile(data_in,writenum,write,readnum,clk,data_out);
  input [15:0] data_in;
  input [2:0] writenum, readnum;
  input write, clk;
  output [15:0] data_out;
  wire [7:0] writenum_dec, readnum_dec;  
  wire load0, load1, load2, load3, load4, load5, load6, load7;  
  wire [15:0] R0, R1, R2, R3, R4, R5, R6, R7;  
    Dec U0 (writenum, writenum_dec);  
    vDFFE U2 (clk, load0, data_in, R0);  
    vDFFE U3 (clk, load1, data_in, R1);  
    vDFFE U4 (clk, load2, data_in, R2);  
    vDFFE U5 (clk, load3, data_in, R3);  
    vDFFE U6 (clk, load4, data_in, R4);  
    vDFFE U7 (clk, load5, data_in, R5);  
    vDFFE U8 (clk, load6, data_in, R6);  
    vDFFE U9 (clk, load7, data_in, R7);  
    Dec U10 (readnum, readnum_dec);  
    mux U11 (R0, R1, R2, R3, R4, R5, R6, R7, readnum_dec, data_out);  
    assign load0 = writenum_dec[0] & write; 
    assign load1 = writenum_dec[1] & write; 
    assign load2 = writenum_dec[2] & write;
    assign load3 = writenum_dec[3] & write;
    assign load4 = writenum_dec[4] & write;
    assign load5 = writenum_dec[5] & write;
    assign load6 = writenum_dec[6] & write;
    assign load7 = writenum_dec[7] & write;
endmodule
module vDFFE(clk, en, in, out) ;
  parameter n = 16;   
  input clk, en ;  
  input  [n-1:0] in ;
  output [n-1:0] out ;
  reg    [n-1:0] out ;
  wire   [n-1:0] next_out ;
  assign next_out = en ? in : out;
  always @(posedge clk)
    out = next_out;  
endmodule
module Dec(a,b);
  parameter n=3;
  parameter m = 8;
  input [n-1:0] a;
  output [m-1:0] b;
  wire [m-1:0] b = 1 << a;
endmodule
module mux (a0, a1, a2, a3, a4, a5, a6, a7, s, b); 
  parameter k = 16; 
  input [k-1:0] a0, a1, a2, a3, a4, a5, a6, a7;  
  input [7:0] s;  
  output reg [k-1:0] b;  
  always_comb begin 
    case(s)
      8'b00000001: b = a0;  
      8'b00000010: b = a1;  
      8'b00000100: b = a2;  
      8'b00001000: b = a3;  
      8'b00010000: b = a4;  
      8'b00100000: b = a5;  
      8'b01000000: b = a6;  
      8'b10000000: b = a7;  
      default: b = {k{1'bx}}; 
    endcase
  end 
endmodule

==> impl_metrics.py <==
# Synthesis and PnR figures
metrics = {
    "status": {
        "status": "complete, no violations",
    },
    "worst_setup_path": {
        "cp-end-kind": "output port",
        "critPathMaxStageDelay_ns": 0.72,
        "arrival_ns": 3.15,
        "cp-start-kind": "primary input",
        "cpMaxStageDelayCell": "clkdlybuf4s50_1",
        "path_max_fanout": 10,
        "required_ns": 3.52,
        "cp_common_cell": "clkdlybuf4s50_1",
        "cp_cell_sequence": "clkdlybuf4s50_1 > nand2b_1 > buf_12 > nor2_1 > a211oi_1 > o22a_1 > clkdlybuf4s50_1",
        "crit_type": "in2out",
    },
    "synth": {
        "yosys_area_um2": 4960,
        "synth_cell_types": 26,
        "ys.flop_type": "edfxtp_1",
        "syn_inst": 282,
        "synth_area_um2": 4960,
        "ys_cells": 282,
        "synth_warnings": 2,
        "async_flop_share_pct": 0,
        "edf_count": 128,
        "synth_seq_share_pct": 77.5,
        "syn_avg_cell_area_um2": 17.6,
        "synth_flops": 128,
    },
    "final_timing": {
        "final_hold_viol_count": 0,
        "worst_slew_pin_slew_ns": 0.881,
        "max_freq_mhz": 248,
        "finalCriticalPeriod_ns": 4.03,
        "finalSetupViolations": 0,
        "period_used_pct": 91.5,
        "rsz0062_at_grt": "no",
        "max_slew_margin_pct": 41.0,
        "slew_violations": 0,
        "tns_ns": 0,
    },
    "global_routing": {
        "grt_remaining_overflow": 0,
        "grt_pass1_wl_mm": 14.5,
        "first_global_vias": 2721,
        "antenna_found_initial": 0,
        "grt_use_total_pct": 21.9,
        "grt_max_degree": 21,
    },
    "place": {
        "gp_congestion": 0.778,
        "dp_hpwl_mm": 5.62,
        "place_inst": 453,
        "placed_area_um2": 5560,
        "numPortBuffers": 39,
    },
    "drt": {
        "totalWireLength_mm": 9.41,
        "diodes": 0,
        "drt-pass1-iter-count": 4,
        "route.detailed.drc": 0,
        "vias_per_cell": 5.43,
        "via_count": 2634,
        "wl_per_cell_um": 19.4,
        "ant_nets": 0,
        "drt_iter0_markers": 96,
    },
    "clock_network": {
        "root_buffer": "clkbuf_8",
        "cts_resized": 0,
        "cts_buffers": 17,
        "path_clk_slew_ns": 0.06,
        "ctsHoldBuffers": 0,
        "cts_setup_buffers": 0,
        "clockBufferDepth": 2,
        "cts_tree": "built",
        "cts_sinks": 128,
        "h-tree-depth": 4,
    },
    "die": {
        "coreArea_um2": 9420,
        "die_area_um2": 10300,
        "initCoreUtil_pct": 52.7,
        "chipHeight_um": 102,
        "io_pins": 40,
        "fp.dieW_um": 102,
        "num_rows": 35,
    },
    "pwr": {
        "peakVddDrop_uv": 245,
        "p_leak_nw": 2.15,
        "powerDensity_nw_per_um2": 482,
    },
    "cells_and_area": {
        "layout_top_cell": "edfxtp_1",
        "layout_top_cells": "128 x edfxtp_1, 42 x mux2i_1, 38 x clkdlybuf4s50_1, 28 x nor2_1",
        "drive_gt1_share_pct": 14.6,
        "finalInstanceArea_um2": 6170,
        "area_delta_synth_final_pct": 24.4,
        "final_cells": 485,
    },
    "worst_hold_path": {
        "hp-class": "in2reg",
    },
    "job": {
        "warnings": 25,
        "maxCapViolations": 0,
    },
}
==> area by class of cell <==
| type | instances | area, um^2 |
|---|---|---|
| sequential | 128 | 3840 |
| multi-input combinational | 139 | 1030 |
| clock buffer | 19 | 422 |
| inverter | 1 | 3.75 |
| tap | 129 | 161 |
| timing repair buffer | 56 | 526 |
| clock inverter | 13 | 189 |
| fill | 656 | 3240 |
==> Yosys cell counts, types with 2 or more instances <==
cell type / number / share of area, %
edfxtp_1: 128 / 77
mux2i_1: 42 / 8.5
nor2_1: 28 / 2.1
a211oi_1: 12 / 1.8
o22a_1: 12 / 2.1
o22ai_1: 12 / 1.5
nand2_1: 10 / 0.76
buf_2: 5 / 0.50
nand2b_1: 5 / 0.63
buf_4: 4 / 0.61
buf_6: 3 / 0.68
o21ai_0: 3 / 0.30
a41oi_1: 2 / 0.35
clkbuf_1: 2 / 0.15
nand3_1: 2 / 0.20
nor3_1: 2 / 0.20
==> worst max-delay path: cells and delay by family <==
kind | cells | cell delay, ns
buffers and inverters | 3 | 1.34
AND-OR/OR-AND | 2 | 0.51
AND/OR/NAND/NOR | 2 | 0.40
==> registers in the layout (all words and copies together), names as in the netlist <==
name    count
U3.out     16
U8.out     16
U7.out     16
U2.out     16
U9.out     16
U6.out     16
U5.out     16
U4.out     16
==> routing by layer <==
layer  up-vias  global-route usage, %  part of all wire (%)
met1      1286                   35.1                    42
met4         0                   2.45                  0.52
met2        91                   33.3                    50
met5         -                      0                     0
li1       1253                      -                     -
met3         4                   8.96                   7.4
==> cells by family after synthesis <==
group	count (synthesis)	synth area share, %
flip-flops	128	77.5
buffers and inverters	15	2.02
AND-OR/OR-AND	45	6.66
multiplexers	45	9.68
AND/OR/NAND/NOR	49	4.16
==> final timing paths <==
check | from | endpoint | slack (ns) | cells past startpoint
max | readnum[2] | data_out[4] | 0.37 | 7
min | data_in[0] | U8.out[0] | 1.12 | 1
==> per-stage QoR <==
step	util, %	hold WS (ns)	setup slack, ns	power, W
after global placement	59.1	1.63	0.361	0.00159
after floorplan	-	0.979	1.80	0.00150
final	65.6	1.12	0.375	0.00298
after global routing	65.6	1.10	0.212	0.00308
after CTS	65.6	1.09	0.333	0.00301
after detailed placement	59.1	1.63	0.339	0.00160
==> power breakdown <==
part	leakage, nW	internal (W)	total (W)	switching, W
combinational	0.694	0.0000885	0.000176	0.0000877
sequential	1.16	0.00138	0.00139	0.00000806
clock	0.292	0.000921	0.00141	0.000488
total	2.15	0.00239	0.00298	0.000583
Power figures rest on the tool's default switching activity, not on a simulated workload.
