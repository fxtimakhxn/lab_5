==> ./design.v <==
module ALU(Ain,Bin,ALUop,out,Z);
    input [15:0] Ain, Bin;
    input [1:0] ALUop;
    output reg [15:0] out;
    output reg Z;
    always_comb begin 
        case(ALUop)
            2'b00: out = Ain + Bin;  
            2'b01: out = Ain - Bin;  
            2'b10: out = Ain & Bin;    
            2'b11: out = ~Bin;         
            default: out = 16'bxxxxxxxxxxxxxxxx;
        endcase
        if (out == 16'd0) begin  
            Z = 1'b1;
        end else begin
            Z = 1'b0;
        end
    end
endmodule
==> ./run.sh <==
#!/bin/bash
# OpenROAD 26Q1-2900-gdf79404cd8, Yosys 0.63+post, stock flow scripts
make -C /OpenROAD-flow-scripts/flow DESIGN_CONFIG=/design/flow/config.mk WORK_HOME=/design/flow/orfs finish
==> ./config.mk <==
export PLATFORM = sky130hd
export DESIGN_NAME = ALU
export DESIGN_NICKNAME = ALU
export VERILOG_FILES = /design/flow/design.v
export SDC_FILE = /design/flow/constraint.sdc
export NUM_CORES = 4
export LEC_CHECK = 1
export CORE_AREA = 10 10 111 111
export DIE_AREA = 0 0 121 121
==> ./constraint.sdc <==
current_design ALU

set clk_period 9.7
set clk_io_pct 0.2

create_clock -name clk0 -period $clk_period

set non_clock_inputs [all_inputs -no_clocks]
set_input_delay [expr $clk_period * $clk_io_pct] -clock clk0 $non_clock_inputs
set_output_delay [expr $clk_period * $clk_io_pct] -clock clk0 [all_outputs]
==> qor.yml <==
outcome: "complete, no violations"
yosys.stat.seqShare_pct: 0
seq_cell_count: 0
ctsHoldBuffers: 0
ctsResizeCount: 0
postLayoutSetupSlackWorst_ns: 1.163
maxSlewHeadroom_pct: 61.93
fp-utilization_pct: 17.39
antenna_cells: 0
syn2layout_area_growth_pct: 38.07
setup_viol_count_final: 0
worst-endpoint-required_ns: 7.76
route.detailed.vias_per_inst: 4.751
avgRoutedWirePerCell_um: 14.25
minimum_clock_period_ns: 8.537
timing.hold.worst.class: "primary input to output pin"
postSynthCellCount: 253
report.final.slew_viol_count: 0
vertical_extent_of_the_die_um: 121
cts_setup_buffers: 0
max_cap_violations: 0
power_density_nw_per_um2: 71.67
antenna_violating_nets_post_route: 0
layout.area.seq_um2: 0
yosys_stat_cell_total: 253
drc: 0
drt-total-wl_um: 6114
fmaxAchievable_mhz: 117.1
worst-path-max-fanout: 8
placement.setup.worst_slack_ns: 1.199
yosys.cell_types.count: 56
synth-area-yosys_um2: 1715
gr-usage-all-layers_pct: 8.232
share_of_final_layout_standard_cells_stronger_than_drive_strength_1_pct: 4.730
num_rows: 36
ys_warn_count: 1
crit_type: "primary input to output pin"
grt_max_degree: 31
fill_cells: 1078
worst_ep_arrival_time_ns: 6.60
number_of_logged_tool_warnings: 33
worst_hold_slack_ns: 5.031
detailed_place_hpwl_um: 5179
synth.avg_cell_area_um2: 6.780
gp_routability_congestion: 0.9538
endpoint_kind: "output pin"
chip_width_um: 121
hold_violations: 0
via_count: 2038
setup_repair_after_global_routing_missed_its_margin: "no"
drtPass1Iterations: 4
clkbuf_count: 0
finalCoreUtilization_pct: 24.01
grt_antenna_before_repair: 0
power.ir.vdd_worst_uv: 18.63
crit_path_start_kind: "primary input"
p_leak_nw: 0.8981
design.die.area_um2: 14640
totalNegativeSetupSlack_ns: 0
port-buffer-count: 51
layout_worst_path_cycle_share_pct: 88.01
max_slew.worst_pin.slew_ns: 0.5660
fp.coreArea_um2: 9864
netlist_area_before_placement_um2: 1715
first_pass_grt_wire_length_um: 10040
grt_pass1_vias: 1965
top_level_ports: 51
grt-ovfl-total: 0
fin_total_pwr_mw: 0.1698
drt_iter0_drc: 145
layout by cell type (no fill, tap or decap), types with 6 or more instances in the layout:
| cell | Yosys | layout |
|---|---|---|
| sky130_fd_sc_hd__a21oi_1 | 16 | 16 |
| sky130_fd_sc_hd__clkdlybuf4s50_1 | 0 | 51 |
| sky130_fd_sc_hd__ha_1 | 17 | 17 |
| sky130_fd_sc_hd__inv_1 | 10 | 10 |
| sky130_fd_sc_hd__nand2_1 | 19 | 19 |
| sky130_fd_sc_hd__nand3_1 | 17 | 17 |
| sky130_fd_sc_hd__nor2_1 | 16 | 16 |
| sky130_fd_sc_hd__nor2b_1 | 7 | 7 |
| sky130_fd_sc_hd__nor3_1 | 9 | 9 |
| sky130_fd_sc_hd__o21ai_0 | 23 | 23 |
| sky130_fd_sc_hd__o31ai_1 | 6 | 6 |
| sky130_fd_sc_hd__xnor2_1 | 8 | 8 |
| sky130_fd_sc_hd__xor2_1 | 12 | 12 |
through the flow:
stage / cells / area [um2]
after detailed placement: 429 / 2369
after global routing: 429 / 2369
final: 429 / 2369
after CTS: 429 / 2369
after global placement: 429 / 2369
after floorplan: 253 / 1715
area by class of cell:
| type | count | area, um2 | area share [%] |
|---|---|---|---|
| inverters | 11 | 41.29 | 1.743 |
| well taps | 133 | 166.4 | 7.026 |
| multi-input cells | 232 | 1635 | 69.04 |
| repair buffers | 53 | 525.5 | 22.19 |
cell families after synthesis:
kind of cell	share of synthesized area (%)
simple gates	31.80
compound gates	38.51
fa+ha+maj	13.57
mux	1.240
buf+inv	4.668
xor+xnor	10.21
metal layers:
| metal | routed length (um) | global-route usage [%] | up-vias |
|---|---|---|---|
| li1 | - | - | 1056 |
| met1 | 2875 | 11.45 | 908 |
| met2 | 2619 | 13.13 | 74 |
| met3 | 619 | 2.267 | 0 |
| met4 | 0 | 0.07541 | 0 |
| met5 | 0 | 0 | - |
where the power goes:
group          switching (mW)  internal [mW]  total, mW  leakage, nW
Clock                       0              0          0            0
Combinational          0.0844         0.0854      0.170        0.898
Sequential                  0              0          0            0
final timing paths:
kind	start	end	slack, ns	cells after the start
hold / removal	Ain[7]	out[7]	5.03	6
setup / recovery	Bin[6]	Z	1.16	15
synth_stat cells, types with 2 or more instances:
master	count	area [um2]
sky130_fd_sc_hd__o21ai_0	23	115.1
sky130_fd_sc_hd__nand2_1	19	71.32
sky130_fd_sc_hd__ha_1	17	212.7
sky130_fd_sc_hd__nand3_1	17	85.08
sky130_fd_sc_hd__a21oi_1	16	80.08
sky130_fd_sc_hd__nor2_1	16	60.06
sky130_fd_sc_hd__xor2_1	12	105.1
sky130_fd_sc_hd__inv_1	10	37.54
sky130_fd_sc_hd__clkbuf_1	9	33.78
sky130_fd_sc_hd__nor3_1	9	45.04
sky130_fd_sc_hd__xnor2_1	8	70.07
sky130_fd_sc_hd__nor2b_1	7	43.79
sky130_fd_sc_hd__o31ai_1	6	45.04
sky130_fd_sc_hd__nand3b_1	5	37.54
sky130_fd_sc_hd__o211ai_1	5	37.54
sky130_fd_sc_hd__o21a_1	5	37.54
sky130_fd_sc_hd__a21boi_0	4	30.03
sky130_fd_sc_hd__a21o_1	4	30.03
sky130_fd_sc_hd__and3_1	4	25.02
sky130_fd_sc_hd__o211a_1	4	40.04
sky130_fd_sc_hd__a211o_1	3	26.28
sky130_fd_sc_hd__and3b_1	3	26.28
sky130_fd_sc_hd__nand2b_1	3	18.77
sky130_fd_sc_hd__or2_2	3	18.77
sky130_fd_sc_hd__a211oi_1	2	15.01
sky130_fd_sc_hd__a31o_2	2	17.52
sky130_fd_sc_hd__and2_1	2	12.51
sky130_fd_sc_hd__nor3b_1	2	15.01
sky130_fd_sc_hd__nor4_1	2	12.51
sky130_fd_sc_hd__nor4b_1	2	17.52
sky130_fd_sc_hd__o2111ai_1	2	17.52
sky130_fd_sc_hd__or3_1	2	12.51
sky130_fd_sc_hd__or4_1	2	15.01
worst max-delay path, stage by stage:
cell and delay (ns):
sky130_fd_sc_hd__clkdlybuf4s50_1 0.51, sky130_fd_sc_hd__or4_4 0.58, sky130_fd_sc_hd__and4b_2 0.34, sky130_fd_sc_hd__nor2_1 0.06, sky130_fd_sc_hd__xnor2_1 0.14, sky130_fd_sc_hd__ha_1 0.38, sky130_fd_sc_hd__and2_1 0.24, sky130_fd_sc_hd__a221o_1 0.36
sky130_fd_sc_hd__a31oi_1 0.34, sky130_fd_sc_hd__o211a_1 0.25, sky130_fd_sc_hd__nor3_1 0.07, sky130_fd_sc_hd__a221oi_2 0.29, sky130_fd_sc_hd__o221ai_2 0.17, sky130_fd_sc_hd__a2111oi_2 0.35, sky130_fd_sc_hd__clkdlybuf4s50_1 0.58
Power and IR drop assume default switching activity.
